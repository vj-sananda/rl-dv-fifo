==> design/flow/design.v <==
module fifo #(parameter depth = 8) 
  ( 
   full, empty, dataout, count, full_posedge, empty_posedge,filled,
   clk, rst, push, pop, datain
   );
   parameter width=8;
   parameter log2depth=$clog2(depth);
   input     clk,rst;
   input     push,pop;
   input [width-1:0] datain;
   output    full,empty,full_posedge,empty_posedge,filled;
   output [log2depth+3:0] count;
   output [width-1:0] dataout;
   reg [width-1:0]    mem[0:depth-1];
   integer reward ;
   reg [log2depth-1:0]  rd_ptr,wr_ptr;
   reg [log2depth:0] 	cnt, cnt_d1 ,cnt_w ;
   reg 			full, empty,full_d1,empty_d1,filled;
   wire full_posedge, empty_posedge;
   wire [log2depth+3:0] count ;
   assign count[log2depth:0] = cnt_w ;
   assign count[log2depth+3] = ^cnt_w ;
   assign count[log2depth+2] = &cnt_w ;
   assign count[log2depth+1] = |cnt_w ;   
   always @(posedge clk)
    if (rst) begin
      full_d1 <= 0;
      empty_d1 <= 1;
    end
    else begin
      full_d1 <= full;
      empty_d1 <= empty;
    end
   assign full_posedge = full &  ~full_d1 ;
   assign empty_posedge = empty & ~empty_d1;
   always @(posedge clk)
    if (rst)
      filled <= 0;
    else if (full_posedge)
      filled <= 1;
    else if (empty_posedge)
      filled <= 0;
   always @(posedge clk)
     if (rst)
       begin
        cnt <= 0;
        cnt_d1 <= 0;
        rd_ptr <=0 ;
        wr_ptr <=0 ;
       end
     else
      begin
        cnt <= cnt_w;
        cnt_d1 <= cnt ;
        if (push)
          begin
            mem[wr_ptr] <= datain;
            wr_ptr <= wr_ptr + 1;
          end
        if (pop)
          rd_ptr <= rd_ptr + 1 ;
       end  
   always @*
     casez({rst,push,pop})
       3'b000,3'b011:begin
        cnt_w = cnt ;
        full = (cnt_w == depth);
        empty = (cnt_w == 0);
       end
       3'b010: begin
        cnt_w = cnt + 1;
        full = (cnt_w == depth);
        empty = 0;
       end
       3'b001: begin
        cnt_w = cnt - 1;
        full = 0;
        empty = (cnt_w == 0);
       end
       3'b1zz: begin
         cnt_w = 0;
         full = 0;
         empty = 1;
       end
     endcase  
   wire [width-1:0]	       dataout = mem[rd_ptr] ;
endmodule  
==> design/flow/run.sh <==
#!/bin/bash
# OpenROAD 26Q1-2900-gdf79404cd8, Yosys 0.63+post, stock flow scripts
make -C /OpenROAD-flow-scripts/flow DESIGN_CONFIG=/design/flow/config.mk WORK_HOME=/design/flow/orfs finish
==> design/flow/config.mk <==
export PLATFORM = sky130hd
export DESIGN_NAME = fifo
export DESIGN_NICKNAME = fifo
export VERILOG_FILES = /design/flow/design.v
export SDC_FILE = /design/flow/constraint.sdc
export NUM_CORES = 4
export LEC_CHECK = 1
export CORE_UTILIZATION = 40
export SYNTH_HDL_FRONTEND = slang
==> design/flow/constraint.sdc <==
current_design fifo

set clk_period 3.1
set clk_io_pct 0.2

create_clock -name clk0 -period $clk_period [get_ports {clk}]

set non_clock_inputs [all_inputs -no_clocks]
set_input_delay [expr $clk_period * $clk_io_pct] -clock clk0 $non_clock_inputs
set_output_delay [expr $clk_period * $clk_io_pct] -clock clk0 [all_outputs]
==> results.txt <==
status: finished, final reports clean
Critical Path RT: 2.48 ns
1st-iter DRT viols: 32
Hold Path Class: flop to flop
Vias: 1,975
Yosys warning count: 0
DR WL/cell: 16.1 um
P&R area growth vs syn: 25.9%
Worst Tran Pin Value: 0.498 ns
most frequent cells in the layout: edfxtp_1 (64), buf_4 (29), clkdlybuf4s50_1 (24)
Clock Skews: 0.00875 ns
cells in synth_stat.txt: 216
Setup CP Type: primary input to output port
Ant. Diodes: 0
Worst-Skew Late Latency: 0.34 ns
count of boundary I/O pins: 32
Die Y-Extent: 95.2 um
Max Clock Freq: 333 MHz
total CTS buffers: 9
first-pass GRT wire length: 9800 um
CTS root buf: clkbuf_8
post-DP HPWL: 3990 um
Power Density: 533 mW/mm^2
fin crit share: 0.968
Design Power: 2.33 mW
Post-DRT Antenna Nets: 0
Slew Viols, Final: 0
Max FO, Critical Path: 5
Port-buffer cells: 31
Commonest Layout Cell: edfxtp_1
TNS Setup: 0 ns
Final Hold Violating Endpoints: 0
tool warnings: 29
share of cells above drive strength 1: 0.319
htree depth: 3
Avg Vias per Cell: 5.10
CTS tree: yes
Slew headroom: 0.668
number of global-route vias before repair: 1,959
Placeable Area: 0.00830 mm^2
yosys synthesis chip area: 0.00348 mm^2
total congestion overflow: 0
MaxCap Viol Count: 0
DRC errors left: 0
Mapped Cells: 216
Avg Inst Size Synth: 16.1 um^2
synthesized flop and latch total: 80
Routed WL: 6230 um
chip area: 0.00907 mm^2
synth unique cells: 37
dominant cell type by area after synthesis: edfxtp_1
type of origin of the critical path: primary input
gp weighted congestion: 0.769
CTS Hold Bufs: 0
Core Rows: 33
Final setup viols: 0
Total GRT Usage: 0.157
CP Capture Type: output port
Worst VDD drop: 0.227 mV
Max Root-Sink Buffers: 2
drt pass-1 iters: 4
FILL cells: 684
clock-pin transition on the worst setup and hold timing paths: 0.08 ns
leak pwr: 1.59 nW
pin count of the biggest net entering global routing: 21
Sinks on Clock Net: 80
Main area contributors: edfxtp_1 (55%), mux4_2 (10%), dfxtp_1 (9.2%)
Synth Seq Share: 0.645
initial antenna violation count: 0
Die Wd: 95.2 um
critical path arrival: 2.38 ns
RSZ-0062 raised after global routing: false
Init Core Util: 0.419
Tmin final: 3.00 ns
Post-Syn Area: 0.00348 mm^2
Hold Slack: 0.455 ns
Max-area cell share: 0.553
## cell families (layout without fill, tap and decap cells)
group,count (synthesis),count (layout),synth area share
DFF,80,80,0.645
and+or+nand+nor,52,52,0.0867
muxes,27,27,0.138
buffers and inverters,23,89,0.0335
AOI/OAI and AO/OA,14,14,0.0353
adders and majority gates,11,11,0.0389
xor gates and xnor gates,9,9,0.0227
## area by class of cell
class                   instances  area [um^2]  share of cell area
flip-flops and latches         80         2240               0.513
inverters                      11         41.3             0.00943
clock buffers                   9          124              0.0283
clock inverters                 7         92.6              0.0212
repair buffers                 62          538               0.123
multi-input cells             113         1210               0.276
well taps                     105          131              0.0300
## through the flow
step | util | area [um^2] | instances | worst slack (ns)
finish | 0.527 | 4380 | 387 | 0.0988
floorplan | - | 3480 | 216 | 0.397
global route | 0.527 | 4380 | 387 | 0.00271
detailed placement | 0.489 | 4060 | 368 | -0.564
CTS | 0.520 | 4310 | 387 | 0.0251
global placement | 0.489 | 4060 | 368 | -0.556
## registers in the layout (all words and copies together), names as in the netlist, named ones only
signal,count
cnt,4
full_d1,1
rd_ptr,3
filled,1
wr_ptr,3
empty_d1,1
mem,64
## cells in the mapped netlist, drive strengths merged
master	count
a211oi	2
a21oi	2
a2bb2oi	2
a311oi	1
a32o	1
a41o	3
and2	5
and3	1
buf	12
dfxtp	16
edfxtp	64
ha	10
inv	11
maj3	1
mux2	8
mux2i	3
mux4	16
nand2	7
nand2b	6
nand3	2
nand3b	1
nor2	12
nor2b	4
nor3	7
nor3b	2
nor4	3
nor4bb	1
o22ai	1
o311ai	1
o32ai	1
or4b	1
xnor2	5
xor2	4
## worst max-delay path: stages
cell and delay, ns:
buf_2 0.13, buf_6 0.13, buf_4 0.13, or4b_4 0.54, nor4_4 0.19, o311ai_4 0.12
inv_1 0.08, clkdlybuf4s50_1 0.45
## metal layers
layer	share of wire	global-route usage	wire length (um)	vias to the layer above
met5	0	0	0	-
met4	0.0092	0.0202	57	0
met3	0.073	0.0616	456	5
met2	0.46	0.226	2840	59
met1	0.46	0.254	2880	963
li1	-	-	-	948
## where the power goes
part / switching (mW) / internal (mW) / total, mW
registers: 0.0177 / 1.18 / 1.20
logic: 0.132 / 0.186 / 0.318
clock network: 0.363 / 0.453 / 0.816
## repair_timing
item,4_1_cts,5_1_grt
endpoints found under the setup margin,10,5
pin swaps,8,3
gates resized,22,14
buffers inserted,4,0
## worst paths after layout
check | from | endpoint | slack (ns) | cells past startpoint
setup / recovery | pop | full | 0.1 | 8
hold / removal | full_d1 | filled | 0.45 | 1
setup reg to reg | cnt[0] | filled | 1.25 | 7
hold reg to reg | full_d1 | filled | 0.45 | 1
Power figures rest on the tool's default switching activity, not on a simulated workload.
